==> design/flow/design.v <==
module PC (
    input             clk       ,
    input             rst_n     ,
    input      [31:0] next_pc   ,
    output reg [31:0] current_pc      
);
always @(posedge clk or negedge rst_n) begin
    if (!rst_n)
        current_pc <= -4;
    else
        current_pc <= next_pc;
end
endmodule
==> design/flow/run.sh <==
#!/bin/bash
# OpenROAD 26Q1-2900-gdf79404cd8, Yosys 0.63+post, stock flow scripts
make -C /OpenROAD-flow-scripts/flow DESIGN_CONFIG=/design/flow/config.mk WORK_HOME=/design/flow/orfs finish
==> design/flow/config.mk <==
export PLATFORM = sky130hd
export DESIGN_NAME = PC
export DESIGN_NICKNAME = PC
export VERILOG_FILES = /design/flow/design.v
export SDC_FILE = /design/flow/constraint.sdc
export NUM_CORES = 4
export LEC_CHECK = 1
export CORE_AREA = 10 10 81 81
export DIE_AREA = 0 0 91 91
==> design/flow/constraint.sdc <==
current_design PC

set clk_period 1.2
set clk_io_pct 0.2

create_clock -name clk0 -period $clk_period [get_ports {clk}]

set non_clock_inputs [all_inputs -no_clocks]
set_input_delay [expr $clk_period * $clk_io_pct] -clock clk0 $non_clock_inputs
set_output_delay [expr $clk_period * $clk_io_pct] -clock clk0 [all_outputs]
==> job_summary.md <==
## Implementation flow summary

| Metric | Value |
|---|---|
| Status | completed |
| Mi-comb count | 0 |
| Final setup viols | 0 |
| IO Count | 66 |
| Sink Count | 32 |
| Vias in the first global route | ~640 |
| Cell area after synthesis | roughly 840 µm² |
| Starting Density | 0.1740 |
| WP data arrival | between 0.8 and 0.9 ns |
| WL final | 2.469 mm |
| Antenna cell count | 0 |
| Die H | 91 µm |
| CTS max path bufs | 2 |
| Hold Path Class | input port to asynchronous set/reset pin |
| TritonRoute pass-1 iters | 2 |
| Area share, top type | 0.9403 |
| Yosys warning total | 1 |
| Die area | 8281 µm² |
| Least-Margin Pin Slew | 0.2091 ns |
| Post-DP Area | 1588 µm² |
| Congestion Overflow GR | 0 |
| Cell type with the largest total area | dfstp_2 |
| Register area share after synthesis | 1.000 |
| Max-Cap Viols | 0 |
| TritonCTS clock tree | yes |
| Delay-heaviest family, CP | flip-flops |
| Area Growth Syn to Fin | 81.94% |
| Crit-path max FO | 1 |
| Total power | 2175 µW |
| Pre-CTS setup slack | -0.03572 ns |
| Antenna violations before repair | 0 |
| Required @ worst endpoint | 0.96 ns |
| CTS Hold Bufs | 0 |
| Biggest register | current_pc |
| Clock root buffer | clkbuf_8 |
| Buf/Inv on CP | 1 |
| Post-route insts no fill | 174 |
| Ys flops | 32 |
| Row cnt | 25 |
| Vias | about 540 |
| Num CTS Buffers | 5 |
| Post-layout period usage | 0.9404 |
| Largest net degree at the start of global routing | 18 |
| Clk slew on worst S/H paths | approximately 0.060 ns |
| Syn Area/Cell | 26.20 µm² |
| ANT nets after route | 0 |
| RSZ-0062 raised after global routing | false |
| CP endpoint kind | output port |
| Routed length per instance | between 10 and 15 µm |
| Main area contributors | dfstp_2, dfrtp_1 |
| Max IR drop VDD | around 0.00042 V |
| Drt drc | 0 |
| Commonest Layout Cell | clkdlybuf4s50_1 |
| Most frequent cells in the layout | clkdlybuf4s50_1, dfstp_2, buf_2, clkbuf_8 |
| CTS H-tree lvls | 2 |
| Slowest CP cell | dfrtp_1 |
| Cells after Synth | 32 |
| Slew Viols, Final | 0 |
| Design area | 1525 µm² |
| Core box area | 4817 µm² |
| Combinational Area | 0 µm² |
| PortBufs | approximately 65 |
| Crit Path Class | flop to output port |
| Chain of cells forming the critical path | dlygate4sd2_1 |
| Minimum clock period | 1.128 ns |
| Max_slew headroom | 0.8606 |
| Fin. Hold Viols | 0 |
| Chip area line of the yosys report | 838.3 µm² |
| Post-route worst setup slack | between 0.07 and 0.08 ns |
| Drt via density | 3.086 |
| Max reg flops | 32 |
| Total tool warning count | 25 |
| Biggest regs | current_pc x32 |
| Synth cell types | 2 |
| Crit path launch type | flop |
| Yosys stat cell total | 32 |
| Fmax achieved | 886.2 MHz |
| GR Util All Layers | 0.05946 |
| Die width | 91 µm |
| Total placed cells including tap cells | 166 |
| Static leakage power | 0.0006516 µW |
| Number of DRC markers in iteration 0 | 13 |
| Final GP Congestion | ~0.70 |
| Slowest stage delay, CP | 0.37 ns |
| First-pass GRT wire length | 3.829 mm |
| PD cells | between 1000 and 1500 nW/µm² |
| Share of cells above drive strength 1 | 0.6355 |
-- where the power goes --
| part | total, µW | leakage (µW) | internal, µW | switching (µW) |
|---|---|---|---|---|
| registers | 1190 | 0.000339 | 1170 | 11.8 |
| logic | 179 | 0.000267 | 133 | 45.9 |
| clock network | 811 | 0.0000455 | 467 | 344 |
-- per-stage QoR --
step                      hold WS (ns)    util  setup TNS [ns]
after floorplan               -0.05559       -               0
after global placement          0.6228  0.3296         -0.1067
after detailed placement        0.6142  0.3296         -0.1704
after CTS                       0.3108  0.3166               0
after global routing            0.3228  0.3166               0
final                           0.3119  0.3166               0
-- layer usage --
metal	GRT usage	vias up	wire, µm
met2	0.09487	33	1221
met5	0	-	0
li1	-	243	-
met3	0.03320	6	271
met1	0.06946	255	920
met4	0.01175	0	55
-- layout make-up --
type                    instances  area, µm²
clock buffers                   8      90.09
fillers                       493       3292
flip-flops and latches         32      838.3
well taps                      67      83.83
repair buffers                 67      513.0
-- timing repair --
item | in CTS | in global routing
setup buffers | 0 | 0
hold endpoints to repair | 0 | 0
resized | 94 | 0
setup endpoints to repair | 32 | 0
-- synth_stat cells --
cell,n
dfstp_2,30
dfrtp_1,2
-- worst paths after layout --
path	startpoint	end	slack, ns	depth (start not counted)
worst max-delay path	current_pc[0]	current_pc[0]	0.07	1
worst min-delay path	rst_n	current_pc[1]	0.31	2
max in group asynchronous	rst_n	current_pc[24]	0.63	2
min in group clk0	next_pc[28]	current_pc[28]	0.37	1
-- kinds of logic (layout without fill, tap and decap cells) --
logic type,count (synthesis),count (layout),share of synthesized area
flops,32,32,1.000
buf+inv,0,75,0
Power and IR drop assume default switching activity.
