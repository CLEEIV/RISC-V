==> flow/design.v <==
module NPC (
    input  [31:0] current_pc,
    input  [31:0] branch_pc ,
    input         pc_sel    ,
    output [31:0] next_pc   ,
    output [31:0] pc_add4    
);
assign pc_add4 = current_pc + 32'd4;
assign next_pc = (pc_sel) ? branch_pc : pc_add4;
endmodule
==> flow/run.sh <==
#!/bin/bash
# OpenROAD 26Q1-2900-gdf79404cd8, Yosys 0.63+post, stock flow scripts
make -C /OpenROAD-flow-scripts/flow DESIGN_CONFIG=/design/flow/config.mk WORK_HOME=/design/flow/orfs finish
==> flow/config.mk <==
export PLATFORM = sky130hd
export DESIGN_NAME = NPC
export DESIGN_NICKNAME = NPC
export VERILOG_FILES = /design/flow/design.v
export SDC_FILE = /design/flow/constraint.sdc
export NUM_CORES = 4
export LEC_CHECK = 1
export CORE_AREA = 10 10 79 79
export DIE_AREA = 0 0 89 89
==> flow/constraint.sdc <==
current_design NPC

set clk_period 9.1
set clk_io_pct 0.2

create_clock -name clk0 -period $clk_period

set non_clock_inputs [all_inputs -no_clocks]
set_input_delay [expr $clk_period * $clk_io_pct] -clock clk0 $non_clock_inputs
set_output_delay [expr $clk_period * $clk_io_pct] -clock clk0 [all_outputs]
==> results.yml <==
# synthesis and place-and-route metrics
floorplanning:
  num_io_pins: 129
  rows: 25
  core-area_um2: 4661
  chipArea_um2: 7921
  fp_util_pct: 24.03
  die_x_um: 89
  fp.dieH_um: 89
yosys:
  netlist_area_um2: 1120
  syn_inst: 172
  yosys_area_um2: 1120
  postSynthAreaPerCell_um2: 6.511
  yosysCellCount: 172
  synth_cell_types: 31
  yosys_warnings: 0
  seq_area_frac_synth_pct: 0
detailed_routing:
  drc: 0
  dr_total_vias: 1720
  ant_nets: 0
  wire_per_inst_um: 16.83
  drtIter0Drc: 61
  wirelength_um: 5822
  diodes: 0
  via_per_inst: 4.971
  drtPass1Iterations: 4
final_timing:
  slew_violations: 0
  setup_viol: 0
  final.setup.worst_slack_ps: 2600
  holdWs_ps: 4463
  fin_crit_sh_pct: 71.43
  finalCriticalPeriod_ps: 6500
  maxSlewHeadroom_pct: 58.30
  rsz0062_at_grt: "false"
  setup_tns_ps: 0
  finalHoldViolations: 0
  tightest_slew_ps: 623.6
  max_freq_mhz: 153.8
finish:
  drive_gt1_share_pct: 7.877
  finalInstanceArea_um2: 2442
  seq_cells: 0
  clkbuf_count: 0
  regArea_um2: 0
  syn_to_final_growth_pct: 118.1
pwr:
  power_leakage_nw: 0.8746
  power_density_nw_per_um2: 41.05
  peakVddDrop_uv: 18.38
placement:
  gp_congestion: 0.7971
  place_worst_setup_slack_ps: 2614
  dp_hpwl_um: 5012
  place_area_um2: 2442
  port_buffers: 129
global_routing:
  overflow: 0
  grt_max_degree: 21
  grt_util_all_layers_pct: 13.84
  grt_pass1_wl_um: 8804
  grt_pass1_vias: 1725
  antenna_found_initial: 0
hold_path:
  hp-class: "input port to output pin"
critical_path:
  critical_path_required_ps: 7280
  crit_arrival_ps: 4680
  critPathLaunch: "current_pc[6]"
  endpoint: "next_pc[23]"
  cp-end-kind: "output pin"
  path_cells: "clkdlybuf4s50_1 > nand4_1 > or4_1 > or4_1 > a31oi_1 > clkdlybuf4s50_1"
  cp-start-kind: "input port"
  slowest_delay_ps: 690
  critical_path_class: "input port to output pin"
  crit_slowest_cell: "or4_1"
  cp_max_fo: 12
job:
  max_cap_violations: 0
  warning_count: 32
run_status:
  status: "finished, final reports clean"
clock_tree:
  cts_resized: 0
  hold_buffers: 0
  post_cts_buffers: 0
-- cell usage in the layout (no fill, tap or decap), drive strengths merged, types with 7 or more instances in the layout --
cell type / instances
mux2: 17
nand4: 10
nand3: 11
clkdlybuf4s50: 129
xor2: 7
nand2: 24
xnor2: 11
a31oi: 10
nor4: 9
nor2: 16
-- report_power, final --
part           internal, mW  switching (mW)  leakage [nW]
sequential                0               0             0
combinational        0.0705          0.0297         0.875
clock                     0               0             0
total                0.0705          0.0297         0.875
-- per-stage QoR --
stage	utilization, %	power [mW]	std cells
finish	52.40	0.1003	346
global route	52.40	0.1104	346
CTS	52.40	0.1023	346
detailed placement	52.40	0.1014	346
global placement	52.40	0.1018	346
floorplan	-	0.02463	172
-- synthesized netlist by cell type, drive strengths merged (5+ instances only) --
library cell	number	share of area, %
nand2	24	8.0
mux2	17	17
nor2	16	5.4
nand3	11	5.4
xnor2	11	8.6
a31oi	10	5.6
nand4	10	5.6
nor4	9	5.6
clkbuf	7	2.3
xor2	7	5.5
or4	6	4.0
o31ai	5	3.4
-- worst min path at each step --
stage,to,depth (start not counted),from
CTS,pc_add4[0],2,current_pc[0]
global route,pc_add4[0],2,current_pc[0]
finish,pc_add4[0],2,current_pc[0]
-- metal layers --
| layer | vias up | share of wire (%) | global-route usage [%] |
|---|---|---|---|
| met4 | 0 | 0.36 | 0.5780 |
| met1 | 749 | 40 | 16.33 |
| li1 | 899 | - | - |
| met5 | - | 0 | 0 |
| met3 | 2 | 11 | 5.601 |
| met2 | 70 | 48 | 24.20 |
-- cell families (layout without fill, tap and decap cells) --
logic type	after synthesis	after routing	share of synthesized area, %
AND/OR/NAND/NOR	95	95	45.70
multiplexers	17	17	17.09
AND-OR/OR-AND	25	25	15.76
adder cells (fa/ha/maj)	1	1	1.117
buffers and inverters	16	136	6.256
XOR/XNOR	18	18	14.08
-- cell type report --
cell class         count  area, um2
multi-input cells    156       1050
well taps             54      67.56
inverters              5      18.77
fillers              466       2218
repair buffers       131       1306
-- critical path: cells and delay by family --
family | cells | cell delay [ps]
and+or+nand+nor | 3 | 1630
buffers and inverters | 2 | 1040
AOI/OAI and AO/OA | 1 | 180
No activity file was given, so power comes from the tool's default toggle rates.
